`/design/flow/run.sh`:
```
#!/bin/bash
# OpenROAD 26Q1-2900-gdf79404cd8, Yosys 0.63+post, stock flow scripts
make -C /OpenROAD-flow-scripts/flow DESIGN_CONFIG=/design/flow/config.mk WORK_HOME=/design/flow/orfs finish
```
`/design/flow/config.mk`:
```
export PLATFORM = sky130hd
export DESIGN_NAME = FSM
export DESIGN_NICKNAME = FSM
export VERILOG_FILES = /design/flow/design.v
export SDC_FILE = /design/flow/constraint.sdc
export NUM_CORES = 4
export LEC_CHECK = 1
export CORE_AREA = 10 10 70 70
export DIE_AREA = 0 0 80 80
```
`/design/flow/constraint.sdc`:
```
current_design FSM

set clk_period 1.2
set clk_io_pct 0.2

create_clock -name clk0 -period $clk_period [get_ports {clk}]

set non_clock_inputs [all_inputs -no_clocks]
set_input_delay [expr $clk_period * $clk_io_pct] -clock clk0 $non_clock_inputs
set_output_delay [expr $clk_period * $clk_io_pct] -clock clk0 [all_outputs]
```
`/design/flow/design.v`:
```
`timescale 1ns / 1ns
module FSM(Y, X, reset, clk);
output reg [0:0]Y;
input wire X;
input wire reset;
input wire clk;
parameter S0 = 2'b00,
	S1 = 2'b01,
	S2 = 2'b10,
	S3 = 2'b11;
reg [1:0] currentState;
reg [1:0] nextState;
initial begin
	currentState <= S0;
end
always@(X, currentState) begin
	case(currentState)
		S0: begin
			if(X == 0) begin
				nextState <= S0;
				Y <= 1'b0;
			end
			else begin
				nextState <= S1;
				Y <= 1'b1;
			end
		end
		S1: begin
			if(X == 0) begin
				nextState <= S3;
				Y <= 1'b1;
			end
			else begin
				nextState <= S2;
				Y <= 1'b0;
			end
		end
		S2: begin
			if(X == 0) begin
				nextState <= S3;
				Y <= 1'b1;
			end
			else begin
				nextState <= S1;
				Y <= 1'b0;
			end
		end
		S3: begin
			if(X == 0) begin
				nextState <= S0;
				Y <= 1'b1;
			end
			else begin
				nextState <= S3;
				Y <= 1'b0;
			end
		end
	endcase
end
always@(posedge clk) begin
	if(reset) begin
		currentState <= S0;
	end
	else begin
		currentState <= nextState;
	end
end
endmodule
```
==> GITHUB_STEP_SUMMARY <==
## Synthesis and layout report

| Metric | Value |
|---|---|
| Status | finished clean |
| Fin. Hold Viols | 0 |
| Regs by FF count | currentState (2) |
| Period minus WS final | 1130 ps |
| Cell count of the worst reg-to-reg path | 3 |
| Req. time, crit path | 960 ps |
| Sw Share | 22.6% |
| Worst reg2reg path endpoint | currentState[0] |
| Fp util | 3.04% |
| IO Count | 4 |
| Pwr Total | 0.299 mW |
| Syn Std Cell Area | 104 µm² |
| Number of global-route vias before repair | 131 |
| Total routed wirelength | 272 µm |
| Clock slew at reported path FFs | 30 ps |
| Largest net degree at the start of global routing | 5 |
| Area delta synth->final | 145% |
| Crit-path max FO | 3 |
| CP Class | flop to output pin |
| Antenna violations before repair | 0 |
| Hold Buf Count CTS | 0 |
| Pwr dens | 1180 nW/µm² |
| Final Wtd Congestion | 0.520 |
| Die Size | 6400 µm² |
| Via density | 1.61 |
| CTS Root Cell | clkbuf_4 |
| Slew HR | 88.8% |
| Count of tool warnings | 26 |
| CTS Sinks | 2 |
| Final Cycle Share | 93.9% |
| Detailed Routing Iterations Pass 1 | 2 |
| CP delay by family, top | flip-flops |
| Max FFs per register | 2 |
| Comb power frac | 22.6% |
| Final Util | 7.44% |
| Hold EP | currentState[0] |
| Worst setup EP type | output pin |
| Most flops, register | currentState |
| Port bufs | 3 |
| Crit path depth | 3 |
| Post-synthesis sequential area ratio | 38.6% |
| Max Freq | 887 MHz |
| Count of pins over their slew limit | 0 |
| Mapped Cells | 10 |
| Die width | 80 µm |
| Final setup viols | 0 |
| Die Height | 80 µm |
| Fill count | 414 |
| Clock skew | 3.00 ps |
| CTS buffer count | 3 |
| Worst Tran Pin Value | 167 ps |
| Worst hold path type | flop to flop |
| Setup Slack @ Placement | -455 ps |
| Yosys warnings | 1 |
| Crit-path slowest cell | dfxtp_2 |
| Routed len/inst | 4.06 µm |
| Crit path DAT | 890 ps |
| RSZ-0062 raised after global routing | true |
| Final worst slack | 72.6 ps |
| FF+latch count, synth | 2 |
| Setup TNS Final | 0 ps |
| Global-route wire length before repair | 462 µm |
| Seq pwr share | 28.1% |
| CTS tree | built |
| Late-Pin Clk Latency | 220 ps |
| Synth Area per Inst | 10.4 µm² |
| DRT antenna net count | 0 |
| Worst Path Buf+Inv | 1 |
| Ant. Diodes | 0 |
| Hold Startpoint | currentState[0] |
| All-Layer GR Usage | 0.879% |
| Leak | 0.0894 nW |
| First-iteration detailed-routing DRC count | 1 |
| Core Region | 3420 µm² |
| Max IR drop VDD | 505 µV |
| Max-Cap Viols | 0 |
| Grt ovf | 0 |
| Share of cells above drive strength 1 | 66.7% |
| Hold Path Stages | 2 |
| Worst r2r src | currentState[1] |
| Crit path launch type | flop |
| Post-CTS Setup Repair Bufs | 0 |
| Clock power frac | 49.3% |
| Worst reg-to-reg setup slack | 300 ps |
| Hold Slack | 541 ps |
| H-tree depth | 1 |
| Pint | 0.232 mW |
| DR vias | 108 |
| DRC violations left | 0 |
| Yosys cell count | 10 |
| Sw Pwr | 0.0675 mW |
| Unique masters post-synth | 8 |
| Max stage delay on crit path | 320 ps |
| Crit-path cells | o21a_1, nor2_1, buf_2 |
| Row cnt | 21 |
| Yosys stat chip area | 104 µm² |
| Longest Clk Path Bufs | 2 |
[kinds of logic after synthesis]
logic type,Yosys count,synth area share (%)
flops,2,38.6
simple gates,4,25.3
compound gates,2,19.3
xor+xnor,2,16.9
[worst min-delay path, cell delays in order, from the launching register on]
cell and delay (ps):
dfxtp_2 330, buf_4 120, a211oi_2 50
[per-stage QoR]
step	area [µm²]	std cells
3_5_place_dp	229	64
2_1_floorplan	104	10
3_3_place_gp	229	64
4_1_cts	254	67
6_report	254	67
5_1_grt	254	67
[power groups by stage]
stage	clock network (mW)	logic [mW]	registers (mW)
finish	0.147	0.0675	0.0841
global route	0.165	0.0747	0.0854
CTS	0.157	0.0689	0.0843
[cells in the final DEF (no fill, tap or decap), drive strengths merged]
master and instances:
o21a 1, buf 6, dfxtp 2, a211oi 1
clkdlybuf4s15 1, xor2 1, nor2 2, clkbuf 3
nor3 1, clkdlybuf4s50 1, nor2b 1, xnor2 1
[layout make-up]
class                           count  area (µm²)  area share, %
Timing Repair Buffer                8        62.6           24.6
Clock buffer                        3        22.5           8.87
Tap cell                           46        57.6           22.7
Multi-Input combinational cell      8        68.8           27.1
Sequential cell                     2        42.5           16.7
[routing by layer]
layer | GRT usage [%] | vias up | routed length (µm)
met3 | 0.682 | 0 | 25
met2 | 1.12 | 3 | 125
met1 | 0.995 | 49 | 121
li1 | - | 56 | -
met5 | 0 | - | 0
met4 | 0.528 | 0 | 0
[how the worst max path moves through the flow]
stage | startpoint | endpoint | slack (ps)
after CTS | currentState[1] | Y[0] | 50
final | currentState[0] | Y[0] | 70
after global routing | currentState[0] | Y[0] | -4
[cells in the mapped netlist]
cell / instances / area, µm²
nor3_1: 1 / 5.00
xor2_1: 1 / 8.76
nor2_1: 2 / 7.51
dfxtp_1: 2 / 40.0
a211oi_2: 1 / 12.5
o21a_1: 1 / 7.51
nor2b_4: 1 / 13.8
xnor2_1: 1 / 8.76
[what timing repair did]
| item | 4_1_cts | 5_1_grt |
|---|---|---|
| setup endpoints to repair | 1 | 1 |
| resized | 8 | 0 |
| cloned | 0 | 0 |
| pin swaps | 2 | 1 |
| endpoints found under the hold margin | 0 | 0 |
Power figures rest on the tool's default switching activity, not on a simulated workload.

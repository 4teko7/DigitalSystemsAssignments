--- run.sh ---
#!/bin/bash
# OpenROAD 26Q1-2900-gdf79404cd8, Yosys 0.63+post, stock flow scripts
make -C /OpenROAD-flow-scripts/flow DESIGN_CONFIG=/design/flow/config.mk WORK_HOME=/design/flow/orfs finish
--- config.mk ---
export PLATFORM = sky130hd
export DESIGN_NAME = Comparator
export DESIGN_NICKNAME = Comparator
export VERILOG_FILES = /design/flow/design.v
export SDC_FILE = /design/flow/constraint.sdc
export NUM_CORES = 4
export LEC_CHECK = 1
export CORE_AREA = 10 10 93 93
export DIE_AREA = 0 0 103 103
--- constraint.sdc ---
current_design Comparator

set clk_period 5.5
set clk_io_pct 0.2

create_clock -name clk0 -period $clk_period

set non_clock_inputs [all_inputs -no_clocks]
set_input_delay [expr $clk_period * $clk_io_pct] -clock clk0 $non_clock_inputs
set_output_delay [expr $clk_period * $clk_io_pct] -clock clk0 [all_outputs]
--- design.v ---
module Comparator (
    input wire [31:0] a,
    input wire [31:0] b,
    output reg equal,
    output reg lower,
    output reg greater
    );
    always @* begin
      if (a<b) begin
        equal = 0;
        lower = 1;
        greater = 0;
      end
      else if (a==b) begin
        equal = 1;
        lower = 0;
        greater = 0;
      end
      else begin
        equal = 0;
        lower = 0;
        greater = 1;
      end
    end
endmodule
==> deck_impl_summary.md <==
Physical Implementation Snapshot

Status
  • Run status: complete, no violations

Die
  • I/O pins: 67
  • Die height: 103 um
  • Core ar.: 6756 sq um
  • # rows: 30
  • Core Util at FP: 12.69%
  • Die Wd: 103 um
  • Die area: 10610 sq um

Timing
  • Fmax: 216.8 MHz
  • RSZ-0062 raised after global routing: false
  • Worst Tran Pin Value: 0.4535 ns
  • Cycle use final: 83.87%
  • Slew margin rel.: 69.77%
  • Slew Viols, Final: 0
  • Final Hold Vio Count: 0
  • Final period demand of the worst path: 4.613 ns
  • Count of final setup violators: 0
  • Setup_tns: 0 ns

Clock tree
  • Postcts setup bufs: 0
  • Cts hold-fix bufs: 0
  • CTS-repair resized insts: 0

Yosys
  • Post-Syn Area: 857.1 sq um
  • Unique cell types: 21
  • # Cells Yosys: 119
  • Area leader share: 46.72%
  • Cell area leaders: ha_1 47%, inv_1 14%, a21oi_1 8.2%, and4_1 6.1%, nand2_1 3.5%
  • Yosys chip area: 857.1 sq um
  • Mapped Avg Cell Area: 7.202 sq um
  • Synth Instances: 119
  • Post-synth top area cell: ha_1
  • Post-synthesis sequential area ratio: 0%
  • Synth Warn #: 1

Pwr
  • Worst ir drop on vdd: 0.00002111 V
  • Pleak: 0.0008071 uW
  • Psw: 36.90 uW
  • Power Internal: 66.52 uW
  • PnR Total Power: 103.4 uW
  • Clock share of power: 0%
  • Reg power frac: 0%
  • Switching Share: 35.68%
  • Combinational share of power: 100.0%
  • Power Dens Cells: 63.53 nW/um^2

Route
  • Routed WL: 2869 um
  • Initial detailed-routing violation count: 23
  • ANT nets after route: 0
  • TritonRoute pass-1 iters: 4
  • Routed len/inst: 10.79 um
  • Routed via count: 1008
  • Vias per inst: 3.789
  • # DRC: 0
  • N_diodes: 0

Critical path
  • Critical Path RT: 4.40 ns
  • Crit start category: input pin
  • Kind of critical path: input pin to output pin
  • Crit Path Max Fanout: 3
  • Worst EP arrival: 3.51 ns
  • CP endpoint kind: output pin

Placed design
  • Port bufs: 67
  • GP Congestion: 0.6968
  • Hpwl dp: 2772 um
  • Placed insts: 266

Finish
  • Registers: 0
  • Layout cell share with drive strength beyond 1: 1.075%
  • CLK BUF: 0
  • Final Non-Filler Cells: 266
  • Area grow syn2layout: 89.93%
  • Register Area: 0 sq um

Global routing
  • Number of global-route vias before repair: 1022
  • Total track usage: 5.139%
  • Largest net degree at the start of global routing: 6
  • GR Layer Usage met1: 6.323%
  • GR Util met2: 8.727%
  • Global routing's busiest layer: met2
  • Grt ovf: 0
  • First-pass GRT wire length: 4512 um
  • Initial antenna violation count: 0
  • GR Util met3: 2.099%

Job
  • Tool warnings: 32
  • # Max-Cap Violations: 0

Worst hold path
  • Hold Path Class: input pin to output pin
[layout by cell type, fill, tap and decap left out, drive strengths merged]
cell           netlist  layout
a21oi               14      14
nor2                 1       1
and2                 1       1
nand3                4       4
o2111a               1       1
a221o                1       1
and4                 6       6
nand2                8       8
a21o                 3       3
nand4                3       3
a221oi               2       2
o21ai                5       5
nor4b                1       1
o22ai                1       1
ha                  32      32
inv                 33      33
nor2b                1       1
clkdlybuf4s50        0      67
a211o                1       1
nor3                 1       1
[synth_stat cells]
cell type  count
nor2b_1        1
a211o_1        1
nand2_1        8
o21ai_2        1
o22ai_1        1
o21ai_0        2
o21ai_1        2
a21o_1         3
and2_1         1
ha_1          32
a21oi_1       14
o2111a_1       1
nor3_1         1
nand4_1        3
and4_1         6
nor2_1         1
inv_1         33
nand3_1        4
nor4b_2        1
a221o_1        1
a221oi_1       2
[logic make-up after synthesis]
kind of cell | synth area share [%]
buffers and inverters | 14.45
AOI/OAI and AO/OA | 20.44
and+or+nand+nor | 18.39
adders and majority gates | 46.71
[layer usage]
metal / vias to the layer above / part of all wire [%]
met2: 39 / 43
met5: - / 0
met4: 0 / 0
met1: 409 / 44
met3: 0 / 13
li1: 560 / -
[worst max-delay path, stage by stage]
cell             delay [ns]
clkdlybuf4s50_1        0.45
inv_1                  0.04
ha_1                   0.30
a21oi_1                0.16
o21ai_1                0.10
a221oi_1               0.44
o21ai_0                0.22
o2111a_1               0.28
clkdlybuf4s50_1        0.42
[power groups by stage]
stage	Clock, uW	Sequential, uW	Combinational [uW]
4_1_cts	0	0	105
5_1_grt	0	0	118
6_report	0	0	103
[path summary, 6_finish.rpt]
kind / startpoint / slack (ns) / endpoint / cells after the start
worst min-delay path: b[31] / 3.45 / lower / 7
worst max-delay path: b[27] / 0.89 / equal / 9
[cell type report]
class | instances | area [sq um]
fill | 736 | 5129
multi-input combinational | 86 | 733.2
timing repair buffer | 67 | 670.6
inverter | 33 | 123.9
tap | 80 | 100.1
[stage by stage]
stage | instance area, sq um | util [%] | worst slack, ns | hold WS, ns
global route | 1628 | 24.09 | 0.6885 | 3.532
CTS | 1628 | 24.09 | 0.8522 | 3.457
detailed placement | 1628 | 24.09 | 0.8669 | 3.451
global placement | 1628 | 24.09 | 0.8773 | 3.436
finish | 1628 | 24.09 | 0.8871 | 3.449
floorplan | 857.1 | - | 2.005 | 2.480
Power figures rest on the tool's default switching activity, not on a simulated workload.

File: flow/design.v
`timescale 1ns / 1ns
module source(y, stateReg, nextStateReg, x, rst, clk);
output reg [1:0]y;
input wire x;
input wire rst;
input wire clk;
parameter S0 = 4'b0000,
	S1 = 4'b0001,
	S2 = 4'b0010,
	S3 = 4'b0011,
	S4 = 4'b0100,
	S5 = 4'b0101,
	S6 = 4'b0110,
	S7 = 4'b0111,
	S8 = 4'b1000;
output reg [3:0] stateReg;
output reg [3:0] nextStateReg;
always@(x, stateReg) begin
	case(stateReg)
		S0: begin
			if(x == 0) begin
				nextStateReg <= S0;
			end
			else begin
				nextStateReg <= S1;
			end
			y <= 2'b00;
		end
		S1: begin
			if(x == 0) begin
				nextStateReg <= S2;
			end
			else begin
				nextStateReg <= S1;
			end
			y <= 2'b00;
		end
		S2: begin
			if(x == 0) begin
				nextStateReg <= S3;
			end
			else begin
				nextStateReg <= S6;
			end
			y <= 2'b00;
		end
		S3: begin
			if(x == 0) begin
				nextStateReg <= S4;
			end
			else begin
				nextStateReg <= S1;
			end
			y <= 2'b00;
		end
		S4: begin
			if(x == 0) begin
				nextStateReg <= S0;
			end
			else begin
				nextStateReg <= S5;
			end
			y <= 2'b00;
		end
		S5: begin
			if(x == 0) begin
				nextStateReg <= S2;
			end
			else begin
				nextStateReg <= S1;
			end
			y <= 2'b01;
		end
		S6: begin
			if(x == 0) begin
				nextStateReg <= S7;
			end
			else begin
				nextStateReg <= S1;
			end
			y <= 2'b00;
		end
		S7: begin
			if(x == 0) begin
				nextStateReg <= S3;
			end
			else begin
				nextStateReg <= S8;
			end
			y <= 2'b00;
		end
		S8: begin
			if(x == 0) begin
				nextStateReg <= S7;
			end
			else begin
				nextStateReg <= S1;
			end
			y <= 2'b11;
		end
	endcase
end
always@(posedge clk) begin
	if(rst) begin
		stateReg <= S0;
	end
	else begin
		stateReg <= nextStateReg;
	end
end
endmodule
File: flow/run.sh
#!/bin/bash
# OpenROAD 26Q1-2900-gdf79404cd8, Yosys 0.63+post, stock flow scripts
make -C /OpenROAD-flow-scripts/flow DESIGN_CONFIG=/design/flow/config.mk WORK_HOME=/design/flow/orfs finish
File: flow/config.mk
export PLATFORM = sky130hd
export DESIGN_NAME = source
export DESIGN_NICKNAME = source
export VERILOG_FILES = /design/flow/design.v
export SDC_FILE = /design/flow/constraint.sdc
export NUM_CORES = 4
export LEC_CHECK = 1
export CORE_AREA = 10 10 70 70
export DIE_AREA = 0 0 80 80
File: flow/constraint.sdc
current_design source

set clk_period 1.1
set clk_io_pct 0.2

create_clock -name clk0 -period $clk_period [get_ports {clk}]

set non_clock_inputs [all_inputs -no_clocks]
set_input_delay [expr $clk_period * $clk_io_pct] -clock clk0 $non_clock_inputs
set_output_delay [expr $clk_period * $clk_io_pct] -clock clk0 [all_outputs]
==> results.sh <==
# yosys + openroad results
export IMPL_antennaDiodeCount=0
export IMPL_yosys_warnings=1
export IMPL_slew_headroom=0.817
export IMPL_num_fill_cells=383
export IMPL_startpoint_type="register"
export IMPL_top_cell="dlxtn_1"
export IMPL_cts_root_buf="clkbuf_4"
export IMPL_via_count=334
export IMPL_worstPathArrival_ns=0.79
export IMPL_warnings=25
export IMPL_grt_ovfl_total=0
export IMPL_antenna_found_initial=0
export IMPL_worstMarginPinSlew_ns=0.275
export IMPL_post_drt_wl_per_cell_um=10.2
export IMPL_coreArea_mm2=0.00342
export IMPL_dieArea_mm2=0.00640
export IMPL_synthFlopType="dlxtn_1"
export IMPL_async_reset_ff_frac=0
export IMPL_placed_area_um2=572
export IMPL_critPathMaxFanout=2
export IMPL_max_stage_delay_ns=0.31
export IMPL_combGateArea_um2=190
export IMPL_die_h_um=80
export IMPL_layout_drive_gt1_share=0.250
export IMPL_areaGrowthSynthToFinish_pct=55.7
export IMPL_worstHoldPathType="input pin to register"
export IMPL_setup_viol=0
export IMPL_maxCapViolCount=0
export IMPL_crit_path_top_delay_cell="dfxtp_2"
export IMPL_clock_path_buffers=2
export IMPL_drv_slew=0
export IMPL_ys_ff=10
export IMPL_grt_pass1_wl_mm=1.55
export IMPL_rsz0062_at_grt="false"
export IMPL_syn_instance_count=40
export IMPL_ys_types=24
export IMPL_cp_required_ns=0.88
export IMPL_initCoreUtil=0.112
export IMPL_cts_max_level=1
export IMPL_io_pins=13
export IMPL_synth_area_top_cells="dlxtn_1 24%, dfxtp_1 21%, nor2b_1 6.6%"
export IMPL_common_cells="6 x dlxtn_1, 4 x dfxtp_1, 4 x nor2b_1"
export IMPL_hold_viol_final=0
export IMPL_syn_area_um2=382
export IMPL_drt_iter0_markers=3
export IMPL_min_to="stateReg[1]"
export IMPL_fin_crit_sh=0.914
export IMPL_ant_nets=0
export IMPL_clk_pin_slew_worst_paths_ns=0.04
export IMPL_die_w_um=80
export IMPL_ys_cells=40
export IMPL_timing_final_crit_period_ns=1.01
export IMPL_fin_tns_setup_ns=0
export IMPL_dp_hpwl_um=830
export IMPL_ys_area_um2=382
export IMPL_status="finished, final reports clean"
export IMPL_path_class="register to output port"
export IMPL_io_buffer_count=12
export IMPL_synth_area_per_cell_um2=9.54
export IMPL_unclocked_pins=6
export IMPL_worstPathCellList="dlygate4sd2_1"
export IMPL_gp_congestion=0.714
export IMPL_cts_tree="done"
export IMPL_firstDrtPassIters=4
export IMPL_finalInstanceArea_um2=594
export IMPL_num_rows=21
export IMPL_dp_cells=99
export IMPL_max_freq_ghz=0.995
export IMPL_cts_inserted_buffers=3
export IMPL_crit_path_end_kind="output port"
export IMPL_routed_wirelength_mm=1.04
export IMPL_untimed_endpoints=12
export IMPL_stdcell_count=102
export IMPL_hp_start="rst"
export IMPL_ir_drop_uv=271
export IMPL_p_leak_nw=0.235
export IMPL_cts_hold_fix_buffers=0
export IMPL_via_per_inst=3.27
export IMPL_worst_path_buf_inv=1
export IMPL_hold_depth=2
export IMPL_seqCellArea_um2=175
export IMPL_synth_edff_count=0
export IMPL_grt_pass1_vias=319
export IMPL_drc=0
export IMPL_grt_max_degree=13
export IMPL_synth_largest_area_cell="dlxtn_1"
export IMPL_crit_family="flip-flops"
export IMPL_synth_top_area_share=0.236
export IMPL_grt_use_total=0.0304
export IMPL_power_density_mw_per_mm2=612
==> report_power, final <==
| part | switching (mW) | internal (mW) | total [mW] |
|---|---|---|---|
| registers | 0.000666 | 0.148 | 0.149 |
| logic | 0.0160 | 0.0163 | 0.0322 |
| clock network | 0.0602 | 0.122 | 0.182 |
==> state kept, by name (all words and copies together) (netlist names) <==
| name | cells |
|---|---|
| nextStateReg | 4 |
| stateReg | 4 |
| y | 2 |
==> worst max path at each step <==
stage	start	endpoint	slack, ns	cells after the start
after CTS	stateReg[2]	stateReg[2]	0.08	1
after global routing	stateReg[2]	stateReg[2]	0.05	1
final	stateReg[2]	stateReg[2]	0.09	1
==> per-stage QoR <==
stage / hold WS (ns) / total power, mW / setup WS [ns] / utilization
after global placement: 0.850 / 0.184 / 0.0711 / 0.167
after detailed placement: 0.843 / 0.184 / 0.0779 / 0.167
after global routing: 0.611 / 0.389 / 0.0525 / 0.174
after CTS: 0.599 / 0.376 / 0.0751 / 0.174
final: 0.599 / 0.364 / 0.0949 / 0.174
after floorplan: 0.292 / 0.170 / 0.498 / -
==> routing by layer <==
layer | share of wire | GRT usage | vias to the layer above
met5 | 0 | 0 | -
met4 | 0.034 | 0.0141 | 0
met3 | 0.066 | 0.00909 | 2
met2 | 0.55 | 0.0586 | 7
met1 | 0.35 | 0.0282 | 151
li1 | - | - | 174
==> cell type report <==
type | instances | area share
multi-input cells | 26 | 0.320
flip-flops and latches | 10 | 0.295
repair buffers | 16 | 0.244
inverters | 1 | 0.00632
well taps | 46 | 0.0968
clock buffers | 3 | 0.0379
==> cells by family (layout without fill, tap and decap cells) <==
| kind of cell | Yosys count | in the layout | synth area share |
|---|---|---|---|
| XOR/XNOR | 1 | 1 | 0.0230 |
| buffers and inverters | 4 | 20 | 0.0557 |
| latches | 6 | 6 | 0.236 |
| multiplexers | 3 | 3 | 0.0820 |
| AND/OR/NAND/NOR | 13 | 13 | 0.210 |
| AND-OR/OR-AND | 9 | 9 | 0.184 |
| flip-flops | 4 | 4 | 0.210 |
==> timing repair <==
item,CTS,global route
buffers inserted,0,0
setup endpoints to repair,4,0
gates resized,8,0
==> placed cells by master (no fill, tap or decap), drive strengths merged <==
cell type / synthesis / layout
a2111oi: 1 / 1
a211o: 1 / 1
a211oi: 1 / 1
a21oi: 2 / 2
buf: 3 / 4
clkbuf: 0 / 3
clkdlybuf4s50: 0 / 8
dfxtp: 4 / 4
dlxtn: 6 / 6
dlygate4sd2: 0 / 4
inv: 1 / 1
mux2: 1 / 1
mux2i: 2 / 2
nand2: 2 / 2
nor2: 2 / 2
nor2b: 4 / 4
nor3: 1 / 1
nor3b: 1 / 1
nor4b: 1 / 1
o211ai: 1 / 1
o21a: 1 / 1
o21ai: 1 / 1
o32ai: 1 / 1
or2: 1 / 1
or2b: 1 / 1
xnor2: 1 / 1
Power and IR drop assume default switching activity.
